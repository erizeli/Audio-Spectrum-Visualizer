File: /design/flow/run.sh
#!/bin/bash
# OpenROAD 26Q1-2900-gdf79404cd8, Yosys 0.63+post, stock flow scripts
make -C /OpenROAD-flow-scripts/flow DESIGN_CONFIG=/design/flow/config.mk WORK_HOME=/design/flow/orfs finish
File: /design/flow/config.mk
export PLATFORM = sky130hd
export DESIGN_NAME = rectangle
export DESIGN_NICKNAME = rectangle
export VERILOG_FILES = /design/flow/design.v
export SDC_FILE = /design/flow/constraint.sdc
export NUM_CORES = 4
export LEC_CHECK = 1
export CORE_AREA = 10 10 70 70
export DIE_AREA = 0 0 80 80
File: /design/flow/constraint.sdc
current_design rectangle

set clk_period 3.5
set clk_io_pct 0.2

create_clock -name clk0 -period $clk_period

set non_clock_inputs [all_inputs -no_clocks]
set_input_delay [expr $clk_period * $clk_io_pct] -clock clk0 $non_clock_inputs
set_output_delay [expr $clk_period * $clk_io_pct] -clock clk0 [all_outputs]
File: /design/flow/design.v
module rectangle #(X=0, Y=480) (
  input logic [9:0] xin,
  input logic [8:0] yin, height,
  output logic on
);
    localparam int WIDTH = 36;  
    assign on = (xin >= X && xin < X + WIDTH) && (yin >= (Y - height) || height > Y);
endmodule
==> impl_metrics.toml <==
# generated from flow reports
[setup_path]
required_ns = 2.80
cp_slowest_stage_delay_ns = 0.28
cp-start-kind = "primary input"
cp_num_buf_inv = 3
critical_path_class = "primary input to output port"
crit_chain = "dlygate4sd2_1 > nor3_2 > nor3b_2 > buf_4 > xnor2_1 > ha_1 > a21oi_2 > nor2_1 > a2111oi_2 > a211oi_1 > buf_2"
worstSetupEndpointType = "output port"
cp_slowest_cell = "ha_1"
critPathMaxFanout = 2
critPathTopFamily = "buffers and inverters"
crit_arrival_ns = 2.64

[yosys]
yosysTopAreaCell = "ha_1"
ys_area_um2 = 380.4
synthCells = 50
synth.cell_area_um2 = 380.4
yosys.cell_types.count = 21
area_leaders = "ha_1 (33%), xor2_1 (9.2%), nand2_1 (6.9%)"
ys_seq_share = 0
top_cell = "ha_1"
synthTopCellsByCount = "ha_1 (10), nand2_1 (7), nor2_1 (6), inv_1 (4), xor2_1 (4)"
ys_cells = 50
ys_warn_count = 0
avgSynthCellArea_um2 = 7.607
synth_top_area_share = 0.3289

[detailed_routing]
drc = 0
vias = 485
drtIter0Drc = 24
ant_nets = 0
diodes = 0
firstDrtPassIters = 4
drt-total-wl_um = 1326
viasPerCell = 3.593
wl_per_cell_um = 9.822

[final_layout]
drive_above_1_share = 0.2472
fin_cells = 135
synthToLayoutAreaGrowth_pct = 114.1
fin_area_um2 = 814.5
seq_area_um2 = 0
seq_cells = 0
nClkBuffers = 0

[global_route]
grt-ovfl-total = 0
grt_usage = 0.03971
grt_pass1_wl_um = 2076
grt_max_degree = 5
antenna_found_initial = 0
grt_pass1_vias = 460

[cts]
hold_buffers = 0

[hold_path]
min_path_type = "primary input to output port"

[floorplan]
coreArea_mm2 = 0.003416
fp_util = 0.1114
dieArea_mm2 = 0.006400
chipHeight_um = 80
rows = 21
num_io_pins = 29
fp.dieW_um = 80

[placement]
dpl.hpwl_um = 1196
io_buffers = 27
dpl_worst_slack_ns = -0.4651
gp_congestion = 0.8936
place_area_um2 = 775.7
placed_cells = 132

[sta]
timing.final.max_slew_violations = 0
worst_pin_slew_ns = 0.2810
rsz0062_at_grt = "false"
max_slew_margin = 0.8119
max_freq_mhz = 299.8
setup_violations = 0
holdWs_ns = 2.126
setup-tns-final_ns = 0
setup_slack_ns = 0.1639
min_period_ns = 3.336
report.final.hold_viol_count = 0
fin_crit_sh = 0.9532

[run]
log.warning_count = 34
cap_violations = 0

[status]
status = "complete, no violations"

[power_and_ir_drop]
p_leak_nw = 0.3594
powerDensity_mw_per_mm2 = 104.9
vdd_drop_max_v = 0.00003604
[cells in the final DEF, fill, tap and decap left out, drive strengths merged, types with 2 or more instances in the layout]
master,n
nor3,2
inv,4
nor3b,2
xnor2,2
o31ai,2
nand2,7
nor2,6
buf,13
a21oi,2
clkdlybuf4s50,21
dlygate4sd2,5
ha,10
xor2,4
[layout make-up]
cell class	instances	area (µm²)
multi-input combinational	46	392.9
tap	46	57.56
timing repair buffer	39	349.1
inverter	4	15.01
fill	371	2601
[final timing paths]
check | start | to | slack (ns) | cells past startpoint
min | xin[8] | on | 2.13 | 5
max | height[2] | on | 0.16 | 11
[power breakdown]
group / internal [mW] / total [mW] / switching, mW
logic: 0.0522 / 0.0854 / 0.0332
registers: 0 / 0 / 0
clock network: 0 / 0 / 0
total: 0.0522 / 0.0854 / 0.0332
[layer usage]
layer  GRT usage  vias up  wire, µm
li1            -      262         -
met1     0.06394      201       731
met2     0.04815       22       432
met3     0.01705        0       163
met4           0        0         0
met5           0        -         0
[timing repair]
action	4_1_cts	5_1_grt
setup buffers	3	0
resized	9	6
endpoints found under the hold margin	0	0
setup endpoints to repair	1	1
pin swaps	7	6
[metrics by stage]
stage	util	power, mW
floorplan	-	0.03352
global placement	0.2271	0.07995
detailed placement	0.2271	0.08112
CTS	0.2363	0.08270
global route	0.2385	0.09523
finish	0.2385	0.08542
[cells by family (layout without fill, tap and decap cells)]
family	Yosys count	count (layout)	share of synthesized area
adders and majority gates	10	10	0.3289
xor gates and xnor gates	6	6	0.1382
and+or+nand+nor	21	21	0.3125
buffers and inverters	4	43	0.03946
AOI/OAI and AO/OA	9	9	0.1809
Power is estimated from default activity; no workload was simulated.
